## flow/run.sh

```bash
#!/bin/bash
# OpenROAD 26Q1-2900-gdf79404cd8, Yosys 0.63+post, stock flow scripts
make -C /OpenROAD-flow-scripts/flow DESIGN_CONFIG=/design/flow/config.mk WORK_HOME=/design/flow/orfs finish
```

## flow/config.mk

```make
export PLATFORM = sky130hd
export DESIGN_NAME = data_memory
export DESIGN_NICKNAME = data_memory
export VERILOG_FILES = /design/flow/design.v
export SDC_FILE = /design/flow/constraint.sdc
export NUM_CORES = 4
export LEC_CHECK = 1
export CORE_UTILIZATION = 50
export SYNTH_MEMORY_MAX_BITS = 65536
```

## flow/constraint.sdc

```tcl
current_design data_memory

set clk_period 42.8
set clk_io_pct 0.2

create_clock -name clk0 -period $clk_period [get_ports {clk}]

set non_clock_inputs [all_inputs -no_clocks]
set_input_delay [expr $clk_period * $clk_io_pct] -clock clk0 $non_clock_inputs
set_output_delay [expr $clk_period * $clk_io_pct] -clock clk0 [all_outputs]
```

## flow/design.v

```verilog
module data_memory(clk,address,data_in,data_out,write_en);
	input clk,write_en;
	input [0:15] address;
	input [0:7] data_in;
	output [0:7] data_out;
	reg [7:0] data_memory [1023:0];
	always @(posedge clk)
		begin
			if(write_en) data_memory[address]=data_in;
		end
	assign data_out=data_memory[address];
endmodule 
```

==> results.json <==
{
  "critPathRequiredTime_ps": 34240,
  "antenna_found_initial": 73,
  "stdcell_count": 26278,
  "cap_violations": 0,
  "synthDistinctLibCells": 58,
  "synthArstFlopShare_pct": 0,
  "clkTransAtPathRegs_ps": 50,
  "fin_crit_sh_pct": 59.3,
  "dieArea_mm2": 0.635,
  "die_h_um": 797,
  "setup_viol": 0,
  "layout.cells.most_common": "edfxtp_1",
  "htreeDepth": 6,
  "grt.total_usage_pct": 31.3,
  "ys_cells": 16656,
  "synth.avg_cell_area_um2": 19.0,
  "row_count": 291,
  "outcome": "complete, no violations",
  "finalSetupTns_ps": 0,
  "edf_count": 8192,
  "drive_gt1_share_pct": 14.9,
  "core_mm2": 0.629,
  "finalWorstSetupSlack_ps": 17410,
  "synthCells": 16656,
  "power_frac_comb_pct": 4.5,
  "hold_start": "data_in[0]",
  "grt_overflow": 0,
  "finalHoldViolCount": 0,
  "endpoint_kind": "primary output",
  "post-place-ws_ps": 17660,
  "yosysSeqAreaShare_pct": 77.8,
  "syn-cell-area_mm2": 0.316,
  "ios": 34,
  "grt_pass1_wl_mm": 1240,
  "via_per_inst": 6.08,
  "drcViolationCount": 0,
  "power_frac_clock_pct": 41.5,
  "internal_power_mw": 12.8,
  "dr.pass1.iters": 6,
  "wl_per_cell_um": 33.6,
  "gp_congestion": 0.917,
  "grt_pass1_vias": 168054,
  "routed_wl_mm": 882,
  "fmax_ghz": 0.0394,
  "cts_tree": "built",
  "io_buffers": 27,
  "pwr-share-seq_pct": 54.0,
  "cts_setup_buffers": 0,
  "yosys_warnings": 1,
  "dp_hpwl_mm": 548,
  "vias": 159712,
  "mostFrequentLayoutCells": "edfxtp_1, mux2i_1, nor2_1",
  "syn_to_final_growth_pct": 11.8,
  "p_switching_mw": 3.50,
  "ant_nets": 0,
  "leakage_nw": 116,
  "slew_headroom_pct": 10.2,
  "dp_cells": 24678,
  "min-delay-path-class": "in2reg",
  "fp-utilization_pct": 50.3,
  "largest_register_ffs": 8192,
  "cts.sinks": 8192,
  "cp_max_fo": 50,
  "crit_arrival_ps": 16830,
  "min_path_cells": 1,
  "yosys_area_mm2": 0.316,
  "tightest_slew_ps": 1350,
  "ctsLongestPathBuffers": 4,
  "ys.flops": 8192,
  "critical_path_class": "in2out",
  "layout_min_cycle_time_ps": 25390,
  "startpoint_type": "input port",
  "openroad.warnings": 50,
  "placed_area_mm2": 0.328,
  "min_to": "data_memory[260][7]",
  "design_area_mm2": 0.354,
  "rsz0062_at_grt": "no",
  "root_buffer": "clkbuf_16",
  "drtIter0Drc": 10226,
  "slew_viol_final": 0,
  "hold_buffers": 0,
  "peakVddDrop_uv": 49.6,
  "fp.dieW_um": 797,
  "switching_share_pct": 21.4,
  "n_fill_cell": 46364,
  "numCtsBuffers": 818,
  "utilization_pct": 56.2,
  "powerDensity_mw_per_mm2": 46.3,
  "grt_start_max_net_pins": 141,
  "cts_resized": 0,
  "ys.flop_type": "edfxtp_1"
}
layout make-up:
| class | instances | area [µm²] | area share, % |
|---|---|---|---|
| clock buffers | 1031 | 21500 | 6.09 |
| multi-input cells | 7381 | 65500 | 18.5 |
| well taps | 8350 | 10400 | 2.96 |
| diodes | 117 | 293 | 0.0828 |
| clock inverters | 452 | 3670 | 1.04 |
| flip-flops and latches | 8192 | 246000 | 69.6 |
| inverters | 3 | 21.3 | 0.00602 |
| repair buffers | 752 | 6010 | 1.70 |
Yosys cell counts, types with 6 or more instances:
library cell / count / share of area, %
buf_1: 49 / 0.058
nor2b_1: 7 / 0.014
mux2_2: 15 / 0.053
o21ai_0: 127 / 0.20
o22ai_1: 1098 / 2.2
a2bb2oi_1: 6 / 0.017
nor4_1: 195 / 0.39
a311oi_1: 10 / 0.028
a21oi_1: 75 / 0.12
nor3_1: 174 / 0.28
edfxtp_1: 8192 / 78
o211ai_1: 67 / 0.16
a22oi_1: 145 / 0.34
or4_1: 30 / 0.071
nand2b_1: 15 / 0.030
a211oi_1: 51 / 0.12
nand4_1: 15 / 0.030
mux4_2: 748 / 5.3
nand3_1: 23 / 0.036
a211o_1: 13 / 0.036
nor2_1: 1384 / 1.6
buf_4: 124 / 0.29
o31ai_1: 19 / 0.045
o2111ai_1: 106 / 0.29
o22a_1: 12 / 0.033
a2111oi_0: 13 / 0.036
clkbuf_1: 459 / 0.55
a22o_1: 28 / 0.078
buf_2: 444 / 0.70
a31oi_1: 34 / 0.067
nand2_1: 231 / 0.27
nor3b_1: 7 / 0.017
mux2i_1: 2684 / 8.5
cells by family (layout without fill, tap and decap cells):
group                  Yosys count  after routing  synth area share [%]
AND-OR/OR-AND                 1817           1817                  3.79
buffers and inverters         1083           2238                  1.62
AND/OR/NAND/NOR               2117           2117                  2.87
multiplexers                  3447           3447                  13.9
other                            0            117                     0
flip-flops                    8192           8192                  77.8
power groups by stage:
stage / clock [mW] / sequential, mW / combinational (mW)
after CTS: 6.87 / 8.83 / 0.741
after global routing: 7.18 / 8.83 / 0.784
final: 6.78 / 8.83 / 0.740
critical path: stages:
cell	delay (ps)
buf_16	330
buf_4	460
buf_4	630
buf_4	590
buf_4	650
buf_4	620
buf_4	650
mux2i_1	320
o22ai_1	130
nor4_1	760
o2111ai_1	380
nor3_1	430
nor4_4	80
buf_4	240
a2111oi_0	400
nand4_1	740
clkdlybuf4s50_1	640
how the worst max path moves through the flow:
| stage | from | end |
|---|---|---|
| CTS | address[14] | data_out[3] |
| global route | address[14] | data_out[3] |
| finish | address[14] | data_out[3] |
routing by layer:
layer	GRT usage (%)	vias up	routed length [µm]	share of wire, %
li1	-	68940	-	-
met2	42.7	8564	401000	46
met3	24.0	1562	161000	18
met4	10.6	80	37700	4.3
met5	2.14	-	1300	0.15
met1	41.1	80566	281000	32
per-stage QoR:
stage | hold WS [ps] | power [mW]
3_5_place_dp | 9030 | 9.74
6_report | 7840 | 16.3
4_1_cts | 7770 | 16.4
5_1_grt | 7830 | 16.8
3_3_place_gp | 9030 | 9.74
2_1_floorplan | 8660 | 9.36
Power figures rest on the tool's default switching activity, not on a simulated workload.
